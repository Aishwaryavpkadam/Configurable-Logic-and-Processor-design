File: flow/design.v
module vending_m(new,clk,coin,rst);
output reg new;
input[1:0]coin;
input clk,rst;
reg[1:0]state;
reg[1:0]NS;
parameter [1:0] s0=2'b00;
parameter [1:0] s5=2'b01;
parameter [1:0] s10=2'b10;
parameter [1:0] s15=2'b11;
always@(posedge clk)
begin
	if(rst)
		state=s0;
	else
		state=NS;
	end
always@(state,coin)
begin
case(state)
s0:
	begin
		if(coin==2'b00)
			NS=s0;
		else
			if(coin==2'b01)
				NS=s10;
	end
s5:
	begin
		if(coin==2'b00)
			NS=s5;
		else
			if(coin==2'b01)
				NS=s10;
			else if(coin==2'b10)
				NS=s15;
	end
s10:
	begin
		if(coin==2'b00)
			NS=s10;
		else
			if(coin==2'b01)
				NS=s15;
			else if(coin==2'b10)
				NS=s15;
	end
s15:
	begin
		NS=s0;
	end
	default:NS=s0;
	endcase
end
always@(state)
begin
	case(state)
		s0: new<=1'b0;
		s5: new<=1'b0;
		s10: new<=1'b0;
		s15: new<=1'b1;
		default: new<=1'b0;
	endcase
end
endmodule
File: flow/run.sh
#!/bin/bash
# OpenROAD 26Q1-2900-gdf79404cd8, Yosys 0.63+post, stock flow scripts
make -C /OpenROAD-flow-scripts/flow DESIGN_CONFIG=/design/flow/config.mk WORK_HOME=/design/flow/orfs finish
File: flow/config.mk
export PLATFORM = sky130hd
export DESIGN_NAME = vending_m
export DESIGN_NICKNAME = vending_m
export VERILOG_FILES = /design/flow/design.v
export SDC_FILE = /design/flow/constraint.sdc
export NUM_CORES = 4
export LEC_CHECK = 1
export CORE_AREA = 10 10 70 70
export DIE_AREA = 0 0 80 80
File: flow/constraint.sdc
current_design vending_m

set clk_period 1.0
set clk_io_pct 0.2

create_clock -name clk0 -period $clk_period [get_ports {clk}]

set non_clock_inputs [all_inputs -no_clocks]
set_input_delay [expr $clk_period * $clk_io_pct] -clock clk0 $non_clock_inputs
set_output_delay [expr $clk_period * $clk_io_pct] -clock clk0 [all_outputs]
==> flow_summary.yaml <==
# synthesis and place-and-route metrics
final_layout:
  finish.instance_area_um2: 299
  post_route_cells_drive_above_1_share_pct: 51.9
  syn2layout_area_growth_pct: 110
  layout.core_utilization_pct: 8.75
global_route:
  grt_first_pass_wirelength_um: 614
  antenna_found_initial: 0
  grt_use_total_pct: 1.39
  overflow: 0
  largest_net_degree_at_the_start_of_global_routing: 5
  via_count_of_the_first_global_routing_pass: 140
yosys:
  synth-area-yosys_um2: 143
  synthXorXnorAreaFrac_pct: 6.14
  synth.yosys.warnings: 1
  yosys-top-cells-count: "nor2_1 (3), dfxtp_1 (2), dlxtn_1 (2), nor2b_1 (2), nor3_1 (2)"
  area_leaders: "dfxtp_1 (28%), dlxtn_1 (21%), nor2b_1 (8.8%)"
  library_cells_used_by_synthesis: 10
  synth_async_sr_flop_share_pct: 0
  ys_top_logic_family: "simple AND/OR/NAND/NOR gates"
  flops_out_of_synthesis: 4
  synth_top_cell_by_count: "nor2_1"
  yosys.area.top_type: "dfxtp_1"
  synth_largest_type_area_fraction_pct: 28.1
  synth.yosys.num_cells: 16
  synthesis.area_um2: 143
  muxShareOfSynthArea_pct: 0
  simple_gate_share_pct: 34.2
  edf_count: 0
  syn-instance-count: 16
  compound_area_share_pct: 0
  ys_sh_adder_pct: 7.89
  synth_area_per_cell_um2: 8.91
  synth-main-ff-cell: "dlxtn_1"
worst_setup_path:
  cp-start-kind: "flop"
  worst_ep_arrival_time_ps: 800
  setup.worst_path.class: "flop to output pin"
  worst_setup_path_startpoint: "state[0]$_SDFF_PP0_"
  critPathRequiredTime_ps: 800
  setup.worst_path.end_class: "output pin"
  critPathMaxFanout: 2
drt:
  n_antenna_cell: 0
  dr.pass1.iters: 2
  route.vias.total: 141
  route.detailed.vias_per_inst: 1.93
  routed_wire_length_per_instance_um: 5.88
  number_of_remaining_drc_errors: 0
  detailedRoute.firstIterationViolations: 1
  route.final.wire_length_um: 429
  antenna_left: 0
power:
  cellLeakagePower_nw: 0.115
  power.combinational.fraction_pct: 15.4
  switchingPower_mw: 0.0749
  clock_power_share_pct: 56.1
  p_int_mw: 0.258
  seqPwrFrac_pct: 28.5
  worst_ir_drop_vdd_mv: 0.178
  cellPowerDensity_mw_per_mm2: 1110
  p_sw_share_pct: 22.5
final_timing:
  unrepaired_setup_endpoints_after_global_routing: "true"
  min_period_ps: 995
  timing.final.setup_violations: 0
  finalHoldViolCount: 0
  max_slew_violation_count: 0
  hold-worst-slack_ps: 547
  timing.slew.headroom_pct: 87.9
  timing_worst_slew_pin_value_ps: 180
  unclocked_pins: 2
  endpoints_left_unconstrained: 2
  period_used_pct: 99.5
  fmax_mhz: 1000
worst_hold_path:
  worstHoldPathCells: 2
  worst_hold_startpoint: "rst"
  min_to: "state[1]$_SDFF_PP0_"
  hold_class: "input pin to flop"
clock_network:
  cts_root_buf: "clkbuf_4"
  cts_buffer_depth: 2
  cts_tree: "built"
  hold_buffers: 0
  cts_buffers: 3
  clk_transition_reported_paths_ps: 30
  htree_num_levels: 1
placed_design:
  numPortBuffers: 4
  placed_area_um2: 255
  routabilityCongestion: 0.711
floorplan:
  boundaryPins: 5
  vertical_die_size_um: 80
  placementRows: 21
  die_x_um: 80
  dieArea_mm2: 0.00640
  core_box_area_mm2: 0.00342
  floorplanUtilization_pct: 4.18
flow_run:
  number_of_warnings_in_the_stage_logs: 26
  drv_cap: 0
run_status:
  status: "complete, no violations"
==> layer usage <==
metal	track usage, %	routed length [µm]
met5	0	0
met4	0.176	0
met2	1.36	122
met1	1.26	177
met3	2.61	130
==> state kept, by name, summed over array words and instances, names as in the netlist <==
name   count
NS         2
state      2
==> timing repair <==
action                     CTS  global route
setup buffers                1             1
setup endpoints to repair    1             1
resized                      8             0
==> critical path, cell delays in order, from the launching register on <==
cell and delay [ps]:
dfxtp_2 310, and2_4 150, buf_6 110
==> layout make-up <==
cell class / count / area (µm²)
Tap cell: 46 / 57.6
Timing Repair Buffer: 8 / 71.3
Inverter: 1 / 3.75
Multi-Input combinational cell: 11 / 71.3
Clock buffer: 3 / 22.5
Sequential cell: 4 / 72.6
Fill cell: 407 / 3120
==> power by group through the flow <==
stage / sequential [mW] / combinational, mW / clock (mW)
finish: 0.0948 / 0.0513 / 0.186
CTS: 0.0947 / 0.0486 / 0.192
global route: 0.0948 / 0.0570 / 0.207
==> cell usage in the layout, fill, tap and decap left out <==
master	count
nor2b_1	2
inv_2	1
nor2_1	3
and2_4	1
dlxtn_1	2
xnor2_1	1
buf_4	4
buf_6	1
maj3_2	1
nor3_1	2
dfxtp_2	2
nor2b_2	1
clkbuf_4	3
clkdlybuf4s50_1	3
==> how the worst max path moves through the flow <==
stage,end,slack [ps],cells after the start
5_1_grt,new,-20,2
6_report,new,5,2
4_1_cts,new,2,2
==> cell families after synthesis <==
family,after synthesis
xor gates and xnor gates,1
adders and majority gates,1
buffers and inverters,1
DFF,2
latches,2
and+or+nand+nor,9
==> through the flow <==
step | TNS [ps] | setup slack (ps) | std cells | total power [mW]
after floorplan | 0 | 285 | 16 | 0.115
after global placement | -173 | -173 | 68 | 0.138
after detailed placement | -179 | -179 | 68 | 0.139
after CTS | 0 | 1.75 | 72 | 0.335
after global routing | -19.1 | -19.1 | 73 | 0.359
final | 0 | 4.58 | 73 | 0.332
Power is estimated from default activity; no workload was simulated.
