==> design/flow/config.mk <==
export PLATFORM = sky130hd
export DESIGN_NAME = alu
export DESIGN_NICKNAME = alu
export VERILOG_FILES = /design/flow/design.v
export SDC_FILE = /design/flow/constraint.sdc
export NUM_CORES = 4
export LEC_CHECK = 1
export CORE_AREA = 10 10 70 70
export DIE_AREA = 0 0 80 80
==> design/flow/constraint.sdc <==
current_design alu

set clk_period 5.0
set clk_io_pct 0.2

create_clock -name clk0 -period $clk_period

set non_clock_inputs [all_inputs -no_clocks]
set_input_delay [expr $clk_period * $clk_io_pct] -clock clk0 $non_clock_inputs
set_output_delay [expr $clk_period * $clk_io_pct] -clock clk0 [all_outputs]
==> design/flow/design.v <==
module alu(sel,A,B,Y);
input[2:0]sel;
input[3:0]A,B;
output reg[3:0] Y;
always@(sel or A or B)
case(sel)
0: Y = 4'b0000;
1: Y = A+B;
2: Y = A-B;
3: Y = A&B;
4: Y = A|B;
5: Y = A>>1;
6: Y = B<<1;
7: Y = 4'b1111;
default: Y=4'b0000;
endcase
endmodule 
==> design/flow/run.sh <==
#!/bin/bash
# OpenROAD 26Q1-2900-gdf79404cd8, Yosys 0.63+post, stock flow scripts
make -C /OpenROAD-flow-scripts/flow DESIGN_CONFIG=/design/flow/config.mk WORK_HOME=/design/flow/orfs finish
==> job_summary.md <==
## Implementation flow summary

| Metric | Value |
|---|---|
| Status | `finished, final reports clean` |
| Area delta synth->final | `52.0%` |
| WS Path Type | `in -> out` |
| Site row count | `21` |
| Register area share after synthesis | `0` |
| Post-route ant nets | `0` |
| Setup TNS | `0 ps` |
| Warnings from Yosys | `1` |
| Post-CTS resize count | `0` |
| Data arrival time of the worst path | `about 3800 ps` |
| Yosys Instances | `56` |
| CP top delay family | `buffers and inverters` |
| Final setup fails | `0` |
| Buffers on Ports | `15` |
| Setup Fix Bufs, Post-CTS | `0` |
| Vias in the first global route | `approximately 450` |
| Post-layout min period | `around 4800 ps` |
| Crit-path cells | `clkdlybuf4s50_1 > inv_1 > ha_1 > mux2_2 > inv_1 > ha_1 > nor2b_1 > o21a_1 > a2111oi_2 > nand3b_1 > clkdlybuf4s50_1` |
| RSZ-0062 raised after global routing | `no` |
| Critical path fanouts, max | `5` |
| Final setup margin | `roughly 230 ps` |
| Cell taking the most area after synthesis | `ha_1` |
| Post-Syn Instances | `56` |
| Core ar. | `0.00342 mm^2` |
| Max frequency | `209 MHz` |
| Clock buffer cells | `0` |
| GRT Util Overall | `0.0402` |
| Post-DP HPWL | `1.03 mm` |
| Max VDD drop | `about 0.019 mV` |
| Area share of the leading cell type in the synthesized netlist | `0.175` |
| Worst Path Required | `4000 ps` |
| Final Max-Slew Violation Tally | `0` |
| Total power | `60.9 uW` |
| Post-Synthesis Mean Instance Area | `about 7.6 um^2` |
| Slowest cell on the critical path | `clkdlybuf4s50_1` |
| Share of cells above drive strength 1 | `0.153` |
| Worst slew pin tran | `between 300 and 400 ps` |
| Post-Layout Cell Count | `between 100 and 150` |
| Crit share post-route | `0.955` |
| Routability cong. | `0.862` |
| Initial antenna violation count | `0` |
| N_diodes | `0` |
| Die Wd | `80 um` |
| DRC Markers | `0` |
| Synth unique cells | `30` |
| Synthesized area | `428 um^2` |
| WP buf/inv | `4` |
| Iteration-0 DRC Markers | `43` |
| Dpl cells | `roughly 120` |
| Reg area | `0 um^2` |
| Tool warnings | `34` |
| Chip area | `about 0.0064 mm^2` |
| Crit end category | `primary output` |
| Wirelength, routed | `about 1.2 mm` |
| Core Util, Final | `0.190` |
| Die Y | `around 80 um` |
| Max Cap Viol | `0` |
| Core Util at FP | `0.125` |
| Startpoint type of the worst setup path | `primary input` |
| # hold bufs at CTS | `0` |
| GR Overflow Total | `0` |
| Seq cells | `0` |
| Min-delay worst type | `in -> out` |
| Commonest cells in the netlist | `ha_1 (6), inv_1 (6), o21ai_0 (6)` |
| Setup WS pre-CTS | `about 220 ps` |
| Chip area line of the yosys report | `428 um^2` |
| Pwr dens | `between 90 and 100 mW/mm^2` |
| Global-route wire length before repair | `2.17 mm` |
| Routed vias | `443` |
| Leakage | `0.000254 uW` |
| Slew HR | `0.780` |
| Slowest stage delay, CP | `570 ps` |
| Largest net degree at the start of global routing | `12` |
| IO Pins | `15` |
| Final hold violation count | `0` |
| Avg Vias per Cell | `3.75` |
| Pre-Repair DR Iteration Count | `3` |
| Top cells by area | `ha_1 (18%), o21ai_0 (7.0%), xnor2_1 (6.1%)` |
| Routed wire per std cell | `10.3 um` |
[cell families after synthesis]
family / after synthesis / synth area share
AOI/OAI and AO/OA: 20 / 0.330
xor gates and xnor gates: 4 / 0.0819
adders and majority gates: 7 / 0.222
buffers and inverters: 9 / 0.0877
muxes: 4 / 0.0994
and+or+nand+nor: 12 / 0.178
[worst min-delay path, cell delays in order]
cell and delay (ps):
clkdlybuf4s50_1 450, inv_1 110, o221ai_1 120, clkdlybuf4s50_1 430
[path summary, 6_finish.rpt]
check / start / to / slack (ps) / cells after the start
min: A[1] / Y[1] / 3120 / 4
max: B[0] / Y[3] / 230 / 11
[per-stage QoR]
stage,hold slack [ps],area (um^2)
floorplan,2090,428
global placement,3130,651
detailed placement,3150,651
CTS,3160,651
global route,3220,651
finish,3120,651
[power breakdown]
group	internal [uW]	leakage [uW]	switching (uW)	total [uW]
Clock	0	0	0	0
Sequential	0	0	0	0
Combinational	35.5	0.000254	25.3	60.9
Total	35.5	0.000254	25.3	60.9
[layout make-up]
type	count	area [um^2]
fill	397	2770
multi-input combinational	47	390
timing repair buffer	19	180
tap	46	57.6
inverter	6	22.5
[layout by cell type (no fill, tap or decap), types with 2 or more instances in the layout]
cell type	instances
a21oi_1	2
buf_4	4
clkdlybuf4s50_1	15
ha_1	6
inv_1	6
mux2_2	2
mux2i_1	2
nor2_1	2
nor2b_1	2
nor3b_1	3
o21a_1	2
o21ai_0	6
xnor2_1	3
[layer usage]
layer / part of all wire / routed length [um] / up-vias / GRT usage
li1: - / - / 239 / -
met1: 0.52 / 636 / 195 / 0.0589
met2: 0.40 / 488 / 9 / 0.0610
met3: 0.077 / 94 / 0 / 0.0102
met4: 0 / 0 / 0 / 0
met5: 0 / 0 / - / 0
Power is estimated from default activity; no workload was simulated.
