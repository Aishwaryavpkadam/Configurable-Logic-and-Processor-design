### design/flow/design.v
module moore(
input clk, reset, x,
output reg z);
parameter s0=3'b000,
s1=3'b001,
s2=3'b011,
s3=3'b010,
s4=3'b110;
reg [2:0] ps,ns;
always @(posedge clk, posedge reset)
begin
if(reset == 1)
ps<=s0;
else
ps<=ns;
end
always@(ps,x)
begin
case(ps)
s0:begin
if(x==1)
ns = s1;
else
ns = s0;
end
s1:begin
if(x==0)
ns = s2;
else
ns = s1;
end
s2:begin
if(x==0)
ns = s0;
else
ns = s3;
end
s3:begin
if(x==1)
ns = s2;
else
ns = s4;
end
s4:begin
if(x==0)
ns = s2;
else
ns = s1;
end
default:ns=s0;
endcase
end
always@(ps)
begin
case(ps)
s0: z=0;
s1: z=0;
s1: z=0;
s2: z=0;
s3: z=0;
s4: z=1;
default: z=0;
endcase
end
endmodule
### design/flow/run.sh
#!/bin/bash
# OpenROAD 26Q1-2900-gdf79404cd8, Yosys 0.63+post, stock flow scripts
make -C /OpenROAD-flow-scripts/flow DESIGN_CONFIG=/design/flow/config.mk WORK_HOME=/design/flow/orfs finish
### design/flow/config.mk
export PLATFORM = sky130hd
export DESIGN_NAME = moore
export DESIGN_NICKNAME = moore
export VERILOG_FILES = /design/flow/design.v
export SDC_FILE = /design/flow/constraint.sdc
export NUM_CORES = 4
export LEC_CHECK = 1
export CORE_AREA = 10 10 70 70
export DIE_AREA = 0 0 80 80
### design/flow/constraint.sdc
current_design moore

set clk_period 1.2
set clk_io_pct 0.2

create_clock -name clk0 -period $clk_period [get_ports {clk}]

set non_clock_inputs [all_inputs -no_clocks]
set_input_delay [expr $clk_period * $clk_io_pct] -clock clk0 $non_clock_inputs
set_output_delay [expr $clk_period * $clk_io_pct] -clock clk0 [all_outputs]
==> results.json <==
{
  "dp_cells": 63,
  "critPathKind": "flip-flop to output port",
  "powerDensity_nw_per_um2": 1410,
  "cp.required_ns": 0.96,
  "grt_pass1_vias": 153,
  "clk_latency_ns": 0.24,
  "fin_crit_ns": 1.07,
  "avgSynthCellArea_sq_um": 12.2,
  "die-height_microns": 80,
  "setup_viol": 0,
  "crit_path_end_kind": "output port",
  "fp_util_pct": 5.02,
  "chipArea_sq_um": 6400,
  "r2r_cells": 3,
  "vias_per_cell": 1.93,
  "crit_family": "flip-flops",
  "cpPeakStageDelay_ns": 0.36,
  "outcome": "finished clean",
  "numCtsBuffers": 3,
  "cts_sinks": 5,
  "r2r_start": "ps[2]$_DFF_PP0_",
  "ctsRootBufferMaster": "clkbuf_4",
  "fillers": 401,
  "route.detailed.drc": 0,
  "ys_cells": 14,
  "syn_to_final_growth_pct": 71.5,
  "crit_cells": 1,
  "reg_top3": "ps (5)",
  "cts_tree": "built",
  "xor_share_pct": 0,
  "gr-total-overflow": 0,
  "path_clk_slew_ns": 0.04,
  "synth.comb.largest_family": "simple AND/OR/NAND/NOR gates",
  "tightest_slew_ns": 0.199,
  "die_x_microns": 80,
  "start_kind": "flip-flop",
  "pin_count": 4,
  "grt_max_degree": 7,
  "synthMuxAreaShare_pct": 0,
  "ant_nets": 0,
  "ys_types": 8,
  "cts_hold_buf": 0,
  "grt_usage_pct": 1.42,
  "critPathMaxFanout": 2,
  "ir_drop_v": 0.000277,
  "instances_no_fill": 69,
  "hpwl_microns": 265,
  "clk_path_buf_depth": 2,
  "drive_gt1_share_pct": 27.3,
  "grt_pass1_wl_microns": 621,
  "netlist_instances": 14,
  "largest_register": "ps",
  "drt-pass1-iter-count": 1,
  "power_leakage_nw": 0.120,
  "globalplace.congestion": 0.715,
  "fp-row-count": 21,
  "antenna_found_initial": 1,
  "via_count": 133,
  "critPathSlowestCell": "dfrtp_1",
  "critPathArrivalTime_ns": 0.83,
  "adder_share_pct": 0,
  "drv_slew": 0,
  "largest_register_ff_count": 5,
  "warning_count": 25,
  "htree_levels": 1,
  "hold_violations": 0,
  "synthSimpleGateAreaFrac_pct": 13.9,
  "reg2reg_slack_ns": 0.31,
  "place.port_buffers": 3,
  "ys_ff": 5,
  "ys_sh_aoi_pct": 8.03,
  "setup_tns_ns": 0,
  "slew_headroom_pct": 86.6,
  "wl_per_cell_microns": 5.10,
  "fin_skew_ns": 0.000811,
  "cap_violations": 0,
  "drt-total-wl_microns": 352,
  "ys_seq_share_pct": 73.7,
  "post-route-period-util_pct": 89.4,
  "rsz0062_at_grt": "false",
  "syn_area_sq_um": 171,
  "cp_num_buf_inv": 1,
  "yosysChipArea_sq_um": 171,
  "core-area_sq_um": 3420,
  "drt_iter0_drc": 0,
  "yosys_warnings": 1,
  "fmax_mhz": 932,
  "reg2reg_to": "ps[4]$_DFF_PP0_",
  "hold_path.class": "input pin to asynchronous set/reset pin",
  "crit_chain": "dlygate4sd2_1"
}
==> metrics by stage <==
step	power, mW	hold slack, ns	area, sq um	util, %	worst slack (ns)
floorplan	0.210	0.0178	171	-	0.462
global placement	0.223	0.441	259	7.58	0.0638
detailed placement	0.227	0.452	259	7.58	0.0206
CTS	0.423	0.197	292	8.53	0.111
global route	0.451	0.233	294	8.61	0.0768
finish	0.416	0.197	294	8.61	0.127
==> area by class of cell <==
class,count,area (sq um),area share [%]
antenna,1,2.50,0.851
tap,46,57.6,19.6
inverter,2,7.51,2.55
multi-input combinational,7,37.5,12.8
sequential,5,126,43.0
timing repair buffer,4,36.3,12.3
clock buffer,4,26.3,8.94
==> cell usage in the layout, fill, tap and decap left out, types with 2 or more instances in the layout <==
cell type	instances
clkdlybuf4s50_1	2
clkbuf_4	3
inv_1	2
nor2_1	3
dfrtp_1	4
==> cells in the mapped netlist <==
library cell  n  share of area [%]
inv_1         2                4.4
a21oi_1       1                2.9
o31a_1        1                5.1
dfstp_2       1                 15
dfrtp_1       4                 58
nor3_1        1                2.9
and2_2        1                4.4
nor2_1        3                6.6
==> power breakdown <==
part	leakage [nW]	internal, mW	switching (mW)	total [mW]
Clock	0.0150	0.125	0.0648	0.190
Combinational	0.0428	0.0179	0.0147	0.0326
Sequential	0.0621	0.186	0.00667	0.193
Total	0.120	0.330	0.0862	0.416
==> how the worst max path moves through the flow <==
stage                           start  slack (ns)  endpoint
after global routing  ps[2]$_DFF_PP0_        0.08         z
final                 ps[2]$_DFF_PP0_        0.13         z
after CTS             ps[2]$_DFF_PP0_        0.11         z
==> cell families after synthesis <==
group,count (synthesis)
AND-OR/OR-AND,2
buffers and inverters,2
flip-flops,5
AND/OR/NAND/NOR,5
==> per-layer routing <==
layer | GRT usage, % | vias to the layer above | share of wire [%]
li1 | - | 63 | -
met1 | 1.27 | 63 | 38
met2 | 1.52 | 7 | 34
met3 | 2.50 | 0 | 28
met4 | 0.176 | 0 | 0
met5 | 0 | - | 0
==> repair_timing <==
action | CTS | global route
hold endpoints to repair | 0 | 0
setup endpoints to repair | 1 | 0
gates resized | 1 | 0
setup buffers | 1 | 0
Power is estimated from default activity; no workload was simulated.
